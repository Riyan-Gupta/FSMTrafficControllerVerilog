$ cat flow/design.v
`timescale 1ns / 1ps
module TrafficController(
    input wire clka,
    input wire reseta,
    input wire [1:0] indata,   
    output reg north_south_RED,
    output reg north_south_GREEN,
    output reg east_west_RED,
    output reg east_west_GREEN
);
    reg [1:0] current_state, next_state;
    parameter [1:0] A = 2'b00;
    parameter [1:0] B = 2'b01;
    parameter [1:0] C = 2'b10;
    always @(posedge clka or posedge reseta) begin
        if (reseta) begin
            current_state <= A;  
        end else begin
            current_state <= next_state;  
        end
    end
    always @* begin
        case (current_state)
            A: begin
                if (indata == 2'b01) begin
                    next_state = B;
                end else if (indata == 2'b10) begin
                    next_state = C;
                end else begin
                    next_state = A;  
                end
            end
            B: begin
                if (indata == 2'b10) begin
                    next_state = C;
                end else if (indata == 2'b00) begin
                    next_state = A;
                end else begin
                    next_state = B;  
                end
            end
            C: begin
                if (indata == 2'b00) begin
                    next_state = A;
                end else if (indata == 2'b01) begin
                    next_state = B;
                end else begin
                    next_state = C;  
                end
            end
            default: next_state = A;  
        endcase
    end
    always @* begin
        case (current_state)
            A: begin
                north_south_RED = 1'b1;
                north_south_GREEN = 1'b0;
                east_west_RED = 1'b1;
                east_west_GREEN = 1'b0;
            end
            B: begin
                north_south_RED = 1'b1;
                north_south_GREEN = 1'b0;
                east_west_RED = 1'b0;
                east_west_GREEN = 1'b1;
            end
            C: begin
                north_south_RED = 1'b0;
                north_south_GREEN = 1'b1;
                east_west_RED = 1'b1;
                east_west_GREEN = 1'b0;
            end
            default: begin
                north_south_RED = 1'b1;
                north_south_GREEN = 1'b0;
                east_west_RED = 1'b1;
                east_west_GREEN = 1'b0;
            end
        endcase
    end
endmodule
$ cat flow/run.sh
#!/bin/bash
# OpenROAD 26Q1-2900-gdf79404cd8, Yosys 0.63+post, stock flow scripts
make -C /OpenROAD-flow-scripts/flow DESIGN_CONFIG=/design/flow/config.mk WORK_HOME=/design/flow/orfs finish
$ cat flow/config.mk
export PLATFORM = sky130hd
export DESIGN_NAME = TrafficController
export DESIGN_NICKNAME = TrafficController
export VERILOG_FILES = /design/flow/design.v
export SDC_FILE = /design/flow/constraint.sdc
export NUM_CORES = 4
export LEC_CHECK = 1
export CORE_AREA = 10 10 70 70
export DIE_AREA = 0 0 80 80
$ cat flow/constraint.sdc
current_design TrafficController

set clk_period 1.7
set clk_io_pct 0.2

create_clock -name clk0 -period $clk_period [get_ports {clka}]

set non_clock_inputs [all_inputs -no_clocks]
set_input_delay [expr $clk_period * $clk_io_pct] -clock clk0 $non_clock_inputs
set_output_delay [expr $clk_period * $clk_io_pct] -clock clk0 [all_outputs]
==> notes.md <==
Results of the implementation run.

Per the post-CTS timing run, clock transition at the registers of the reported paths is approximately 0.03 ns. The combinational gate area is between 100 and 150 µm². The kind of critical path is register to output port. The final hold violation count came out at 0. Per the synthesis report, the number of distinct cell types is 8. The number of cells reported by Yosys stat comes to 21.

STA classifies the critical path endpoint as an output port. The total of flip-flops plus latches after synthesis came out at 3. Of the available clock period, the critical path in the final layout requires 90.02%. By instance count after routing, the leading logic cell types are clkdlybuf4s50_1 (7), ha_1 (6), inv_1 (5), a22oi_1 (3), clkbuf_4 (3). The setup slack of the worst register-to-register path came out at 0.87 ns. According to the floorplan report, the die width is ~80 µm.

The count of hold buffers inserted by post-cts repair came out at 0. The worst slack at placement is between 0.06 and 0.07 ns. For reference, the final report shows the max-slew violation count at 0. The core region is 3416 µm². The area overhead of the layout relative to synthesis is 71.10%.

Measured in cells, the most critical reg-to-reg path has a length of 2. The fraction of layout cells with a size suffix above 1 is 15.63%. The area enclosed by the die boundary came out at approximately 6400 µm². The clock tree from TritonCTS is done. The total DRC errors in the routed layout came out at 0. The final worst slack came out at between 0.15 and 0.2 ns.

The HPWL after detailed placement came out at approximately 430 µm. The count of tool warnings is 30. The detailed-route wire length is ~540 µm.

The peak ir drop on the vdd network is ~160 µV. The via count is 175. The first global-routing pass estimated 890 µm of wire. The post-layout minimum cycle time came out at 1.530 ns. The longest clock path from root to sink contains 2 buffers. The clock buffer count from CTS came out at 3. The average cell area after synthesis is 10.31 µm². The clock tree skew after final layout came out at 0.005044 ns. In this run, post-CTS repair resized a total of 0 instances. The initial antenna violation count came to 0. The post-route setup TNS is 0 ns.

The number of maximum-capacitance constraint violations is 0. Clock tree synthesis selected as its root buffer the cell clkbuf_4. The worst pin sits at a relative slew slack of about 86%. The worst setup path is launched from a register. The total global routing track utilization is under 10%.

The arrival time at the worst endpoint came out at between 1 and 1.5 ns. The utilization of the core after routing came out at between 10% and 20%. In this run the tool buffered the top-level ports with 7 buffer cells. Setup repair after global routing left no endpoint under its margin. Per the layout report, the design carries roughly 400 filler cells. The post-synth area from yosys stat is around 220 µm². The capturing point of the worst reg2reg path is current_state[2]$_DFF_PP0_. The aggregate global routing overflow came out at 0. In this run the number of H-tree levels came out at 1. In the synthesized netlist, the number of instances is 21.

In this run the post-CTS setup repair buffer count came out at 0. The synthesized area is roughly 220 µm². Counting every sink on the clock net gives 3. The maximum number of pins on one net before global-route repair is 5. The total I/O pin count came out at 8. Per the summary, power density relative to cell area is roughly 1000 nW/µm².

The cell row count is 21. The leakage power total came out at between 0.15 and 0.2 nW. The die span in y came out at roughly 80 µm. The insertion delay to the later sink of the worst-skew pair came out at roughly 0.23 ns. The required time reported for the critical path endpoint is between 1 and 1.5 ns. The fraction of synthesized cell area taken by the top area cell type is between 30% and 40%. The share of the yosys chip area belonging to registers is 35.26%. The number of optimization iterations in the first detailed-route pass is 3. The number of DRC markers in iteration 0 is 8. The cell type that accounts for the most area after synthesis is ha_1.

The via count of the first global-routing pass came out at roughly 200. The overall power of the completed layout is between 0.0003 and 0.0004 W. Once detail routing completed, the nets flagged for antenna violations numbered 0. The script logs the ratio of routed vias to standard cells as 2.244. The weighted congestion reported at the end of routability-driven placement came out at roughly 0.76. Tracing the worst setup path back leads to its startpoint at current_state[2]$_DFF_PP0_. The register name with the most flops is current_state. Dividing the detail-routed wire length by the instance count gives ~6.9 µm. The worst-margin pin slew came out at ~0.21 ns. The worst flop-to-flop path startpoint is current_state[1]$_DFF_PP0_. The run finished with clean final reports. The maximum fanout along the worst path came out at 4. The starting density of the core came out at between 6 and 7%. The main area contributors are ha_1 (35%), dfrtp_1 (23%), dfstp_2 (12%). The setup violation total in the final timing report came out at 0.

The most frequent logic cell in the layout is clkdlybuf4s50_1. The number of flip-flops in the largest register is 3. The area used by sequential logic in the layout came out at between 70 and 80 µm². The count of warnings emitted by yosys is 1. In this run the worst hold path is classified as input port to async pin. The final antenna diode tally reported by the flow is 0. The maximum clock frequency came out at approximately 650 MHz.

The largest registers in the layout are current_state (3).
-- how the worst max path moves through the flow --
| stage | cells past startpoint | to | slack [ns] |
|---|---|---|---|
| CTS | 2 | north_south_RED | 0.15 |
| global route | 2 | east_west_RED | 0.1 |
| finish | 2 | east_west_RED | 0.17 |
-- layout make-up --
class | instances | share of cell area, %
Multi-Input combinational cell | 12 | 31.76
Inverter | 6 | 6.081
Sequential cell | 3 | 20.61
Tap cell | 46 | 15.54
Timing Repair Buffer | 7 | 18.92
Clock buffer | 4 | 7.095
-- cell families (layout without fill, tap and decap cells) --
| group | Yosys count | in the layout | share of synthesized area [%] |
|---|---|---|---|
| AOI/OAI and AO/OA | 6 | 6 | 19.65 |
| DFF | 3 | 3 | 35.26 |
| buffers and inverters | 6 | 17 | 10.40 |
| adders and majority gates | 6 | 6 | 34.68 |
-- layer usage --
layer | vias up | part of all wire, % | track usage, %
met1 | 72 | 49 | 2.125
met5 | - | 0 | 0
met4 | 0 | 0 | 0.1761
met2 | 9 | 30 | 2.167
met3 | 0 | 21 | 1.818
li1 | 94 | - | -
-- cells in the mapped netlist --
library cell,n
dfrtp_1,2
o21ai_0,1
a22oi_1,3
inv_1,5
o31ai_1,2
dfstp_2,1
ha_1,6
inv_2,1
-- where the power goes --
part	internal, W	switching (W)	leakage [nW]	total [W]
Clock	0.0000881	0.0000391	0.0150	0.000127
Combinational	0.0000842	0.0000368	0.104	0.000121
Sequential	0.000104	0.0000304	0.0369	0.000135
-- critical path: stages, from the launching register on --
cell	delay [ns]
dfrtp_1	0.40
inv_1	0.09
clkdlybuf4s50_1	0.47
-- stage by stage --
step	hold slack (ns)	cell area [µm²]	std cells
after floorplan	0.09292	216.5	21
after global placement	0.4896	344.1	74
after detailed placement	0.4980	344.1	74
after CTS	0.2777	370.4	78
after global routing	0.2963	370.4	78
final	0.2830	370.4	78
Power figures rest on the tool's default switching activity, not on a simulated workload.
